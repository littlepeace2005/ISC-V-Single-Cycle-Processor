==> /design/flow/design.v <==
module ImmGen(
    input  wire [31:0] InstCode,
    output reg  [31:0] ImmOut
);
    wire [6:0] opcode = InstCode[6:0];
    always @(*) begin
        case (opcode)
            7'b0010011:  
                ImmOut = {{20{InstCode[31]}}, InstCode[31:20]};
            7'b0100011:  
                ImmOut = {{20{InstCode[31]}}, InstCode[31:25], InstCode[11:7]};
            7'b1100011:  
                ImmOut = {{19{InstCode[31]}}, InstCode[31], InstCode[7], InstCode[30:25], InstCode[11:8], 1'b0};
            7'b0110111:  
                ImmOut = {InstCode[31:12], 12'h000};
            7'b1101111:  
                ImmOut = {{11{InstCode[31]}}, InstCode[31], InstCode[19:12], InstCode[20], InstCode[30:21], 1'b0};
            default: ImmOut = 32'h00;
        endcase
    end
endmodule
==> /design/flow/run.sh <==
#!/bin/bash
# OpenROAD 26Q1-2900-gdf79404cd8, Yosys 0.63+post, stock flow scripts
make -C /OpenROAD-flow-scripts/flow DESIGN_CONFIG=/design/flow/config.mk WORK_HOME=/design/flow/orfs finish
==> /design/flow/config.mk <==
export PLATFORM = sky130hd
export DESIGN_NAME = ImmGen
export DESIGN_NICKNAME = ImmGen
export VERILOG_FILES = /design/flow/design.v
export SDC_FILE = /design/flow/constraint.sdc
export NUM_CORES = 4
export LEC_CHECK = 1
export CORE_AREA = 10 10 70 70
export DIE_AREA = 0 0 80 80
==> /design/flow/constraint.sdc <==
current_design ImmGen

set clk_period 4.2
set clk_io_pct 0.2

create_clock -name clk0 -period $clk_period

set non_clock_inputs [all_inputs -no_clocks]
set_input_delay [expr $clk_period * $clk_io_pct] -clock clk0 $non_clock_inputs
set_output_delay [expr $clk_period * $clk_io_pct] -clock clk0 [all_outputs]
==> flow_summary.toml <==
# physical design summary
[outcome]
status = "complete, no violations"

[critical_path]
arrival_ns = 2.84
critical_path.n_buffers_inverters = 2
critical-path-max-stage-delay_ns = 0.52
critical_path_peak_fanout = 11
crit_path_frequent_cell = "sky130_fd_sc_hd__clkdlybuf4s50_1"
critical_path.top_delay_family = "buffers and inverters"
setup.worst_path.class = "in2out"
cp_cell_sequence = "clkdlybuf4s50_1 -> nor2b_4 -> nand4_1 -> a31oi_2 -> a21o_2 -> clkdlybuf4s50_1"
timing.critical_path.to_type = "output port"
critPathRequiredTime_ns = 3.36
start_kind = "primary input"
critical_path.slowest_cell = "sky130_fd_sc_hd__a31oi_2"

[layout]
flow.area_growth_from_synthesis_pct = 149
clk_buffers = 0
post_route_cells_drive_above_1_share_pct = 5.60
fillers = 371
seqCellArea_sq_um = 0
numSequentialCells = 0
multi_input_comb_area_sq_um = 413
finalNonFillerCells = 171

[global_routing]
via_count_of_the_first_global_routing_pass = 726
antenna_found_initial = 0
grt_overflow_total = 0
grt_usage_pct = 6.81
grt_start_max_net_pins = 13
grt_first_pass_wirelength_microns = 3660

[synth]
simple_gate_share_pct = 29.3
ys_sh_mux_pct = 0
ys_top_cells_by_area = "sky130_fd_sc_hd__a21o_1 (30%), sky130_fd_sc_hd__o21a_1 (9.9%), sky130_fd_sc_hd__a22o_1 (7.7%)"
synth_cells = 64
synthAdderAreaFrac_pct = 0
ys_cells = 64
synth_sequential_area_ratio_pct = 0
top_cell_area_share_pct = 29.8
largest_area_cell = "sky130_fd_sc_hd__a21o_1"
synthMostInstantiatedCell = "sky130_fd_sc_hd__a21o_1"
synth.logic.top_family = "AND-OR/OR-AND gates"
synth_area_sq_um = 453
yosysWarnings = 1
synth.yosys.chip_area_sq_um = 453
synth_area_per_cell_sq_um = 7.08
post_synth_num_cell_types = 26
ys_top_cells_by_count = "sky130_fd_sc_hd__a21o_1 (18), sky130_fd_sc_hd__o21a_1 (6), sky130_fd_sc_hd__nand2_1 (5)"
yosys.area_share.xor_xnor_pct = 0
ys_sh_aoi_pct = 61.9

[place]
gp_congestion = 0.889
placed_cells_incl_taps = 171
place.detailed.hpwl_microns = 2050
portBuffers = 64

[min_path]
hp-class = "in2out"

[job]
number_of_warnings_in_the_stage_logs = 32
maxCapViolCount = 0

[detailed_routing]
drc_violation_count_after_routing = 0
num_antenna_cells = 0
1st_pass_router_iterations = 4
via_count = 735
via_per_inst = 4.30
drt-initial-drc-count = 18
ant_nets = 0
drt_wl_total_microns = 2400
wl_per_cell_microns = 14.1

[power]
internal_power_mw = 0.0399
power_mw = 0.0566
logic_pwr_share_pct = 100.0
power_density_mw_per_mm2 = 50.3
power.switching_mw = 0.0167
power.leakage_nw = 0.548
p_clk_share_pct = 0
p_seq_share_pct = 0
power.share.switching_pct = 29.5
worst_ir_drop_vdd_v = 0.0000319

[timing]
max_slew.worst_pin.slew_ns = 0.552
clock.fmax_mhz = 271
final-hold-violation-count = 0
pins_over_their_slew_limit = 0
rsz0062_at_grt = "no"
layout_min_cycle_time_ns = 3.68
setup_viol_count_final = 0
finalCritPeriodShare_pct = 87.7
slew-limit-headroom_pct = 63.1
timing.setup.tns_ns = 0

[cts]
post_cts_resized = 0
cts-hold-fix-buffers = 0
cts_post_setup_buffers_inserted = 0

[floorplan]
ioPinCount = 64
dieArea_sq_mm = 0.00640
placementRows = 21
fp_util_pct = 13.3
die.size.x_microns = 80
die-height_microns = 80
placeableCoreArea_sq_mm = 0.00342
-- path summary, 6_finish.rpt --
path                  cells past startpoint          to  slack, ns          from
worst min-delay path                      3   ImmOut[5]       2.60  InstCode[25]
worst max-delay path                      6  ImmOut[24]       0.52   InstCode[5]
-- power by group through the flow --
stage         registers [mW]  logic (mW)  clock network (mW)
CTS                        0      0.0571                   0
global route               0      0.0611                   0
finish                     0      0.0566                   0
-- logic make-up (layout without fill, tap and decap cells) --
| logic type | after synthesis | count (layout) |
|---|---|---|
| buffers and inverters | 6 | 67 |
| AND/OR/NAND/NOR | 21 | 21 |
| AND-OR/OR-AND | 37 | 37 |
-- area by class of cell --
cell class / instances / share of cell area, %
Timing Repair Buffer: 65 / 57.6
Inverter: 2 / 0.667
Multi-Input combinational cell: 58 / 36.7
Tap cell: 46 / 5.11
-- stage by stage --
step	hold slack [ns]	setup slack (ns)	cell area [sq um]	utilization (%)
after global routing	2.62	0.338	1130	33.0
after detailed placement	2.61	0.467	1130	33.0
final	2.60	0.516	1130	33.0
after CTS	2.61	0.468	1130	33.0
after floorplan	1.74	1.78	453	-
after global placement	2.61	0.502	1130	33.0
-- cell usage in the layout (no fill, tap or decap) --
master / count
sky130_fd_sc_hd__inv_1: 2
sky130_fd_sc_hd__nand4_1: 3
sky130_fd_sc_hd__a31oi_1: 1
sky130_fd_sc_hd__o21a_1: 6
sky130_fd_sc_hd__o21ai_0: 1
sky130_fd_sc_hd__nand2_1: 5
sky130_fd_sc_hd__nand3b_1: 1
sky130_fd_sc_hd__nor3b_1: 1
sky130_fd_sc_hd__nand3_1: 1
sky130_fd_sc_hd__a21oi_1: 2
sky130_fd_sc_hd__and2_4: 1
sky130_fd_sc_hd__a31oi_2: 1
sky130_fd_sc_hd__nor2_1: 4
sky130_fd_sc_hd__and3_1: 1
sky130_fd_sc_hd__a21o_2: 1
sky130_fd_sc_hd__and2b_2: 1
sky130_fd_sc_hd__and3b_2: 1
sky130_fd_sc_hd__clkdlybuf4s50_1: 64
sky130_fd_sc_hd__a22o_1: 4
sky130_fd_sc_hd__a21o_1: 18
sky130_fd_sc_hd__buf_4: 1
sky130_fd_sc_hd__a22oi_1: 1
sky130_fd_sc_hd__o22ai_1: 1
sky130_fd_sc_hd__and4bb_1: 1
sky130_fd_sc_hd__o31a_1: 1
sky130_fd_sc_hd__nor2b_4: 1
-- metal layers --
layer	up-vias	GRT usage, %	wire length, microns
met4	0	0	0
met1	326	8.50	1040
li1	369	-	-
met2	40	11.0	1000
met3	0	3.30	358
met5	-	0	0
Power and IR drop assume default switching activity.
