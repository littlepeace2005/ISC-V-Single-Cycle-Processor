==> design/flow/design.v <==
module ALU (
    input  wire [31:0] a,
    input  wire [31:0] b,
    input  wire [3:0]  ALU_Operation,
    output reg  [31:0] Result,
    output reg         Carry_out,
    output reg         zero,
    output reg         overflow
);
always @(*) begin
    Carry_out = 1'b0;
    overflow  = 1'b0;
    case(ALU_Operation)
        4'b0000: Result = a & b;
        4'b0001: Result = a | b;
        default: begin  
            Result = $signed(a) + $signed(b);
            Carry_out = ({1'b0, a} + {1'b0, b}) >> 32;
            overflow = (a[31] == b[31]) & (a[31] != Result[31]);
        end
        4'b0110: begin
            Result = $signed(a) - $signed(b);
            overflow = (a[31] != b[31]) & (a[31] != Result[31]);
        end
        4'b0111: Result = $signed(a) < $signed(b);
        4'b1100: Result = ~(a | b);
        4'b1111: Result = a == b;
    endcase
    zero = Result == 32'h00000000;
end
endmodule
==> design/flow/run.sh <==
#!/bin/bash
# OpenROAD 26Q1-2900-gdf79404cd8, Yosys 0.63+post, stock flow scripts
make -C /OpenROAD-flow-scripts/flow DESIGN_CONFIG=/design/flow/config.mk WORK_HOME=/design/flow/orfs finish
==> design/flow/config.mk <==
export PLATFORM = sky130hd
export DESIGN_NAME = ALU
export DESIGN_NICKNAME = ALU
export VERILOG_FILES = /design/flow/design.v
export SDC_FILE = /design/flow/constraint.sdc
export NUM_CORES = 4
export LEC_CHECK = 1
export CORE_UTILIZATION = 50
==> design/flow/constraint.sdc <==
current_design ALU

set clk_period 15.4
set clk_io_pct 0.2

create_clock -name clk0 -period $clk_period

set non_clock_inputs [all_inputs -no_clocks]
set_input_delay [expr $clk_period * $clk_io_pct] -clock clk0 $non_clock_inputs
set_output_delay [expr $clk_period * $clk_io_pct] -clock clk0 [all_outputs]
==> flow_summary.rst <==
Flow metrics
------------

.. list-table::
   :header-rows: 1

   * - Metric
     - Value
   * - Status
     - completed
   * - Area taken by flip-flops and latches
     - 0 um2
   * - Filler Cells Inserted
     - 978
   * - Synth cell types
     - 81
   * - Main area contributors
     - ha_1, nor2_1, inv_1, a21oi_1, a221oi_1
   * - Mapped Avg Cell Area
     - about 6.5 um2
   * - CP Cell Sequence
     - clkdlybuf4s50_1 > inv_1 > ha_1 > nor3_1 > o311ai_1 > a21oi_1 > a311oi_2 > o221a_2 > o21ai_0 > or4_1 > nor3_1 > nand4_1 > nor4_2 > clkdlybuf4s50_1
   * - Post-cts sizing count
     - 0
   * - Placed standard-cell area
     - roughly 0.0066 mm2
   * - Min-Delay Path Depth
     - 4
   * - Max-slew violation count
     - 0
   * - Fraction of post-synthesis cell area in the top cell type by area
     - 21.7%
   * - Width of the chip
     - 107 um
   * - Count of antenna-violating nets left after detailed routing
     - 0
   * - Vias in the first global route
     - approximately 6000
   * - Arrival time of the worst setup path
     - 7.89 ns
   * - RSZ-0062 raised after global routing
     - no
   * - Worst Path Buf+Inv
     - 3
   * - Global-route wire length before repair
     - 31.0 mm
   * - Number of placed instances, taps included
     - 1048
   * - Cycle use final
     - 71.2%
   * - Number of warnings printed during yosys synthesis
     - 1
   * - Pre-Repair DR Iteration Count
     - 6
   * - Global-route usage over all layers
     - between 30% and 40%
   * - # DRC
     - 0
   * - Inserted Diodes
     - 0
   * - Gr ovfl total
     - 0
   * - Post-synth top cells
     - ha_1, nor2_1, inv_1, a21oi_1, o21ai_0
   * - Type of destination of the critical path
     - output pin
   * - Number of setup buffers added after CTS
     - 0
   * - Number of sequential cells
     - 0
   * - # Max-Cap Violations
     - 0
   * - Power density normalized to cell area
     - about 40 mW/mm2
   * - IO Port Bufs
     - 103
   * - Synthesized chip area reported by yosys
     - 0.00553 mm2
   * - OpenROAD warning count
     - 97
   * - Startpoint-to-endpoint class of the critical path
     - input pin to output pin
   * - Non-filler cells, final
     - 1048
   * - Kind of start point of the critical path
     - input pin
   * - Total setup violations reported at the end of the flow
     - 0
   * - Total power of the final layout
     - 0.259 mW
   * - Initial antenna violation count
     - 0
   * - Chip area
     - roughly 0.011 mm2
   * - Growth of design area from synthesis to finish
     - 19.5%
   * - Die Y-Extent
     - 107 um
   * - Pin count of the biggest net entering global routing
     - 32
   * - Layout clock buffers
     - 0
   * - Detail Placement HPWL
     - 15.6 mm
   * - Worst-Margin Slew
     - approximately 0.90 ns
   * - Most area-hungry cell type in the Yosys netlist
     - ha_1
   * - Effective utilization at floorplan
     - 51.2%
   * - Number of placement rows
     - 38
   * - Sequential share of the synthesized area
     - 0%
   * - Cell type group with the largest total delay on the critical path
     - AND-OR/OR-AND gates
   * - Share of final-layout standard cells stronger than drive strength 1
     - between 3 and 4%
   * - Count of routing violations after the opening detailed-route iteration
     - 634
   * - Gate count of the mapped netlist
     - ~850
   * - Area of the mapped netlist
     - 0.00553 mm2
   * - Core outline area
     - 0.0108 mm2
   * - Final min period
     - 10.97 ns
   * - Number of stages on the worst setup path
     - 14
   * - Cts hold-fix bufs
     - 0
   * - Leak pwr
     - ~3 nW
   * - Hold Violations, Final
     - 0
   * - Yosys cell count
     - 850
   * - Required @ worst endpoint
     - 12.32 ns
   * - Class of the worst hold path
     - input pin to output pin
   * - Top-level port count
     - between 100 and 150
   * - Final Cell Area
     - approximately 0.0066 mm2
   * - Routed length per instance
     - 19.0 um
   * - Cell with the biggest individual delay on the critical path
     - a311oi_2
   * - DRT Wirelength
     - 19.9 mm
   * - Number of vias after detailed routing
     - between 6000 and 7000
   * - Slowest cell delay on critical path
     - 0.57 ns
   * - Most frequently used cell type in the post-synthesis netlist
     - ha_1
   * - Relative max-transition margin
     - 40.2%
   * - Critical path fanouts, max
     - 9
   * - Setup TNS
     - 0 ns
   * - Worst IR Drop VDD
     - 19.3 uV
   * - Final weighted congestion in routability-driven placement
     - 0.989
   * - Max Freq
     - 91.1 MHz
   * - Via density per instance
     - 6.54
layer usage:
metal,global-route usage [%],share of wire [%],up-vias
met4,7.73,2.4,0
li1,-,-,3283
met2,52.4,43,388
met1,52.2,45,3131
met5,0,0,-
met3,2.85,9.9,48
stage by stage:
stage          worst slack (ns)  hold WS, ns  utilization (%)
6_report                   4.43         7.30             61.2
5_1_grt                    4.29         7.41             61.2
4_1_cts                    4.51         7.31             61.2
3_5_place_dp               4.53         7.30             61.2
3_3_place_gp               4.56         7.30             61.2
2_1_floorplan              6.47         6.27                -
report_power, final:
group / switching (mW) / internal (mW) / leakage (nW)
sequential: 0 / 0 / 0
clock: 0 / 0 / 0
combinational: 0.144 / 0.115 / 2.91
total: 0.144 / 0.115 / 2.91
layout make-up:
type / instances / area, um2 / share of cell area [%]
Tap cell: 140 / 175 / 2.65
Timing Repair Buffer: 112 / 1100 / 16.6
Multi-Input combinational cell: 703 / 4990 / 75.4
Inverter: 93 / 349 / 5.28
layout by cell type, fill, tap and decap left out, types with 8 or more instances in the layout:
master           Yosys  routed
a211oi_1            10       9
a21o_1              15      15
a21oi_1             66      66
a221oi_1            32      32
a31oi_1             11      11
buf_4                0       9
clkdlybuf4s50_1      0     103
ha_1                96      96
inv_1               92      92
nand2_1             52      52
nand2b_1            10      10
nand3_1             20      20
nand4_1             10      10
nor2_1              95      95
nor2b_1             11      11
nor3_1              29      28
nor4_1              13      12
o211ai_1            12      12
o21ai_0             53      53
o31ai_1              8       8
worst paths after layout:
kind,end,from,slack [ns]
worst min-delay path,overflow,a[31],7.30
worst max-delay path,zero,a[2],4.43
cell families (layout without fill, tap and decap cells):
family	count (synthesis)	after routing	share of synthesized area (%)
compound gates	313	313	40.4
xor+xnor	8	8	1.27
fa+ha+maj	98	98	22.4
buf+inv	147	205	10.1
mux	6	6	1.09
simple gates	278	278	24.7
tightest hold or removal path: stages:
cell and delay (ns):
clkdlybuf4s50_1 0.48, xnor2_1 0.18, o32ai_1 0.08, clkdlybuf4s50_1 0.41
Power and IR drop assume default switching activity.
