==> ./design.v <==
module Mux (
    input  wire [31:0] d0,
    input  wire [31:0] d1,
    input  wire        S,
    output wire [31:0] y
);
    assign y = S ? d1 : d0;
endmodule
==> ./run.sh <==
#!/bin/bash
# OpenROAD 26Q1-2900-gdf79404cd8, Yosys 0.63+post, stock flow scripts
make -C /OpenROAD-flow-scripts/flow DESIGN_CONFIG=/design/flow/config.mk WORK_HOME=/design/flow/orfs finish
==> ./config.mk <==
export PLATFORM = sky130hd
export DESIGN_NAME = Mux
export DESIGN_NICKNAME = Mux
export VERILOG_FILES = /design/flow/design.v
export SDC_FILE = /design/flow/constraint.sdc
export NUM_CORES = 4
export LEC_CHECK = 1
export CORE_AREA = 10 10 71 71
export DIE_AREA = 0 0 81 81
==> ./constraint.sdc <==
current_design Mux

set clk_period 1.0
set clk_io_pct 0.2

create_clock -name clk0 -period $clk_period

set non_clock_inputs [all_inputs -no_clocks]
set_input_delay [expr $clk_period * $clk_io_pct] -clock clk0 $non_clock_inputs
set_output_delay [expr $clk_period * $clk_io_pct] -clock clk0 [all_outputs]
==> results.toml <==
# implementation run metrics
[layout]
area_growth_pct = 194
layout-drive-gt1-share_pct = 54.3
final_util_pct = 44.1
n_fill_cell = 366
ff_latch_area_um2 = 0
fin_cells = 188
clkbuf_count = 0
seq_cells = 0

[placement]
dp_hpwl_mm = 2.52
place.gp.congestion = 0.842
pre_cts_slack_ns = -0.518
placed_cells = 181
port_buffers = 97

[power]
leakage_nw = 0.870
p_int_uw = 491
p_seq_share_pct = 0
netSwitchingPower_uw = 140
irDropWorstVdd_v = 0.000144
swShare_pct = 22.2
comb_power_share_pct = 100.0
p_per_area_nw_per_um2 = 394
power.share.clock_pct = 0

[sta]
worst_pin_slew_ns = 0.0848
fin_setup_tns_ns = -3.89
rsz0062_at_grt = "true"
setup_viol = 32
max_freq_ghz = 0.856
setup_slack_ns = -0.168
fin_crit_sh_pct = 117
final_hold_viol_count = 0
max_slew_margin_pct = 94.3
slew_viol_final = 0
period_minus_slack_ns = 1.17

[yosys]
syn-cell-area_um2 = 544
area_leaders = "mux2_4 (83%), buf_12 (11%), mux2_2 (4.1%), buf_6 (2.1%)"
yosysTopAreaCell = "mux2_4"
syn_area_per_cell_um2 = 15.1
common_cells = "mux2_4 (30), buf_12 (3), mux2_2 (2), buf_6 (1)"
seq_area_frac_synth_pct = 0
yosysWarnings = 0
yosysCellCount = 36
yosys_area_um2 = 544
synth_dominant_cell_count = "mux2_4"
netlist.area_leader.share_pct = 82.8
ys_types = 4
synthCells = 36

[route]
vias = 704
ant_nets = 0
n_antenna_cell = 0
dr.first_iter.drc_count = 2
first_pass_iters = 2
drc = 0
vias_per_cell = 3.74
wl_per_cell_um = 15.0
routed_wl_mm = 2.81

[floorplanning]
core_um2 = 3630
fp-row-count = 22
chip_area_um2 = 6560
fp.dieH_um = 81
io_pins = 97
fp_util_pct = 15.0
floorplan.die.width_um = 81

[critical_path]
crit_family = "buffers and inverters"
worst_path_most_repeated_cell = "buf_12"
end_kind = "primary output"
slowest_stage = "mux2_4"
worst-path-max-fanout = 5
worstPathRequired_ns = 0.80
cp_num_buf_inv = 4
crit_type = "primary input to primary output"
crit_chain = "buf_12 > buf_8 > buf_12 > mux2_4 > buf_6"
startpoint_type = "primary input"
slowest_delay_ns = 0.30
arrival_ns = 0.97
cp.depth = 5

[worst_hold_path]
holdPathStages = 3
min_path_type = "primary input to primary output"

[cts]
cts_hold_buf = 0

[flow_run]
drv_cap = 0
openroad.warnings = 34

[global_route]
track_usage_pct = 7.56
antenna_found_initial = 0
grt_overflow = 0
grt_max_degree = 11
grt_pass1_wl_mm = 3.99
grt_pass1_vias = 757

[status]
violations = "setup timing"
status = "complete, but fails checks"
[metrics by stage]
step | power (mW) | instance area [um^2] | hold slack, ns
2_1_floorplan | 0.206 | 544 | 0.498
3_3_place_gp | 0.650 | 1530 | 1.25
3_5_place_dp | 0.653 | 1530 | 1.25
4_1_cts | 0.609 | 1550 | 0.803
5_1_grt | 0.678 | 1600 | 0.809
6_report | 0.631 | 1600 | 0.797
[power by group through the flow]
stage / clock, mW / combinational, mW / sequential, mW
after CTS: 0 / 0.609 / 0
after global routing: 0 / 0.678 / 0
final: 0 / 0.631 / 0
[layout by cell type (no fill, tap or decap)]
master and n:
buf_6 27, buf_2 8, buf_12 6, buf_8 2, buf_4 1, dlygate4sd2_1 64, mux2_4 32
[logic make-up after synthesis]
| kind of cell | Yosys count | share of synthesized area, % |
|---|---|---|
| buffers and inverters | 4 | 13.1 |
| muxes | 32 | 86.9 |
[worst paths after layout]
check / startpoint / end / slack, ns
worst max-delay path: S / y[22] / -0.17
worst min-delay path: d0[23] / y[23] / 0.80
[per-layer routing]
metal	wire length (um)	global-route usage [%]	vias to the layer above	share of wire, %
met5	0	0	-	0
met4	0	0	0	0
met3	380	3.34	0	14
met2	1410	13.6	50	50
met1	1020	8.57	308	36
li1	-	-	346	-
[cell type report]
class | instances | area (um^2) | area share (%)
tap | 48 | 60.1 | 3.75
timing repair buffer | 108 | 1060 | 66.3
multi-input combinational | 32 | 480 | 30.0
[timing repair]
item | 4_1_cts | 5_1_grt
gates resized | 192 | 8
endpoints found under the setup margin | 32 | 32
setup buffers | 7 | 0
No activity file was given, so power comes from the tool's default toggle rates.
